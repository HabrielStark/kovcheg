--- ./design.v ---
`timescale 1ns / 1ps
module puf_core #(
    parameter PUF_WIDTH = 256,            
    parameter ENTROPY_TARGET = 512000,    
    parameter RING_OSC_COUNT = 1024,      
    parameter CHALLENGE_WIDTH = 128,      
    parameter TEMPERATURE_SENSORS = 16,   
    parameter VOLTAGE_SENSORS = 8,        
    parameter TAMPER_SENSORS = 32         
) (
    input  wire                           clk_sys,            
    input  wire                           rst_n,              
    input  wire                           enable,             
    input  wire [CHALLENGE_WIDTH-1:0]    challenge,          
    output reg  [PUF_WIDTH-1:0]          response,           
    output reg                            response_valid,     
    output wire [31:0]                    entropy_data,       
    output wire                           entropy_valid,      
    input  wire                           entropy_ready,      
    output wire [15:0]                    entropy_rate,       
    output wire [7:0]                     temperature,        
    output wire [7:0]                     voltage_level,      
    output wire                           tamper_detected,    
    output wire                           puf_healthy,        
    output wire [255:0]                   divine_seal,        
    output wire                           moral_compliance,   
    input  wire                           security_lock,      
    output wire                           kill_switch_detect,  
    output wire                           self_destruct       
);
    localparam [255:0] DIVINE_FOUNDATION = 256'h507265765f313633335f5468655f4c6f72645f676f7665726e735f6576657279646563697369;
    localparam [255:0] MORAL_AUTHORITY = 256'h4d617474685f32323a33395f4c6f76655f796f75725f6e65696768626f72;
    wire [RING_OSC_COUNT-1:0] ring_osc_out;
    wire [RING_OSC_COUNT-1:0] ring_osc_enable;
    reg  [31:0] entropy_accumulator;
    reg  [15:0] entropy_counter;
    reg  [31:0] entropy_rate_counter;
    genvar i;
    generate
        for (i = 0; i < RING_OSC_COUNT; i = i + 1) begin : ring_oscillators
            ring_oscillator #(
                .STAGES(7 + (i % 8)),   
                .ENABLE_FEEDBACK(1)
            ) ring_osc_inst (
                .enable(ring_osc_enable[i]),
                .out(ring_osc_out[i])
            );
        end
    endgenerate
    always @(posedge clk_sys or negedge rst_n) begin
        if (!rst_n) begin
            ring_osc_enable <= {RING_OSC_COUNT{1'b0}};
        end else if (enable && !security_lock) begin
            ring_osc_enable <= challenge[CHALLENGE_WIDTH-1:CHALLENGE_WIDTH-RING_OSC_COUNT] ^ 
                              DIVINE_FOUNDATION[RING_OSC_COUNT-1:0];
        end else begin
            ring_osc_enable <= {RING_OSC_COUNT{1'b0}};
        end
    end
    reg [PUF_WIDTH-1:0] puf_delay_chain [0:15];
    reg [3:0] response_stage;
    wire [PUF_WIDTH-1:0] current_response;
    always @(posedge clk_sys or negedge rst_n) begin
        if (!rst_n) begin
            response_stage <= 4'b0;
            response <= {PUF_WIDTH{1'b0}};
            response_valid <= 1'b0;
        end else if (enable && !security_lock) begin
            if (response_stage < 4'd15) begin
                response_stage <= response_stage + 1'b1;
                for (int j = 0; j < PUF_WIDTH; j = j + 1) begin
                    puf_delay_chain[response_stage][j] <= 
                        ring_osc_out[(challenge[j % CHALLENGE_WIDTH] + j) % RING_OSC_COUNT] ^
                        DIVINE_FOUNDATION[j % 256];
                end
                response_valid <= 1'b0;
            end else begin
                response <= puf_delay_chain[14] ^ puf_delay_chain[13] ^ 
                           DIVINE_FOUNDATION ^ MORAL_AUTHORITY;
                response_valid <= 1'b1;
                response_stage <= 4'b0;
            end
        end else begin
            response_valid <= 1'b0;
        end
    end
    reg [4:0] entropy_shift_reg;
    reg entropy_data_valid;
    reg [31:0] entropy_output_reg;
    reg [15:0] entropy_bit_counter;
    wire entropy_bit;
    assign entropy_bit = ^ring_osc_out[31:0] ^ ^ring_osc_out[63:32] ^ 
                        ^ring_osc_out[95:64] ^ ^ring_osc_out[127:96];
    always @(posedge clk_sys or negedge rst_n) begin
        if (!rst_n) begin
            entropy_shift_reg <= 5'b0;
            entropy_output_reg <= 32'b0;
            entropy_data_valid <= 1'b0;
            entropy_bit_counter <= 16'b0;
        end else if (enable && !security_lock) begin
            entropy_shift_reg <= {entropy_shift_reg[3:0], entropy_bit};
            if (entropy_shift_reg[4] != entropy_shift_reg[3]) begin
                entropy_output_reg <= {entropy_output_reg[30:0], entropy_bit};
                entropy_bit_counter <= entropy_bit_counter + 1'b1;
                if (entropy_bit_counter[4:0] == 5'b11111) begin  
                    entropy_data_valid <= 1'b1;
                end else begin
                    entropy_data_valid <= 1'b0;
                end
            end
        end else begin
            entropy_data_valid <= 1'b0;
        end
    end
    assign entropy_data = entropy_output_reg;
    assign entropy_valid = entropy_data_valid && entropy_ready;
    reg [23:0] rate_timer;
    reg [15:0] bit_count_current;
    reg [15:0] entropy_rate_reg;
    always @(posedge clk_sys or negedge rst_n) begin
        if (!rst_n) begin
            rate_timer <= 24'b0;
            bit_count_current <= 16'b0;
            entropy_rate_reg <= 16'b0;
        end else begin
            rate_timer <= rate_timer + 1'b1;
            if (entropy_valid && entropy_ready) begin
                bit_count_current <= bit_count_current + 6'd32;  
            end
            if (rate_timer == 24'h989680) begin   
                entropy_rate_reg <= bit_count_current / 16'd100;  
                bit_count_current <= 16'b0;
                rate_timer <= 24'b0;
            end
        end
    end
    assign entropy_rate = entropy_rate_reg;
    reg [7:0] temperature_reg;
    reg [7:0] voltage_reg;
    wire [TEMPERATURE_SENSORS-1:0] temp_sensor_data;
    wire [VOLTAGE_SENSORS-1:0] volt_sensor_data;
    always @(posedge clk_sys or negedge rst_n) begin
        if (!rst_n) begin
            temperature_reg <= 8'd25;  
        end else begin
            temperature_reg <= temp_sensor_data[7:0] + 8'd25;
        end
    end
    always @(posedge clk_sys or negedge rst_n) begin
        if (!rst_n) begin
            voltage_reg <= 8'd180;  
        end else begin
            voltage_reg <= volt_sensor_data[7:0] + 8'd150;  
        end
    end
    assign temperature = temperature_reg;
    assign voltage_level = voltage_reg;
    reg [TAMPER_SENSORS-1:0] tamper_state;
    reg tamper_detected_reg;
    wire [TAMPER_SENSORS-1:0] tamper_sensors;
    always @(posedge clk_sys or negedge rst_n) begin
        if (!rst_n) begin
            tamper_state <= {TAMPER_SENSORS{1'b0}};
            tamper_detected_reg <= 1'b0;
        end else begin
            tamper_state <= tamper_sensors;
            if (|tamper_sensors || temperature_reg > 8'd85 || temperature_reg < 8'd216 ||  
                voltage_reg < 8'd120 || voltage_reg > 8'd250) begin
                tamper_detected_reg <= 1'b1;
            end
        end
    end
    assign tamper_detected = tamper_detected_reg;
    reg [255:0] divine_seal_reg;
    reg moral_compliance_reg;
    wire [255:0] compliance_hash;
    always @(posedge clk_sys or negedge rst_n) begin
        if (!rst_n) begin
            divine_seal_reg <= DIVINE_FOUNDATION;
            moral_compliance_reg <= 1'b1;
        end else if (enable) begin
            divine_seal_reg <= divine_seal_reg ^ entropy_output_reg ^ 
                              DIVINE_FOUNDATION ^ MORAL_AUTHORITY;
            moral_compliance_reg <= !kill_switch_detect && puf_healthy && !tamper_detected;
        end
    end
    assign divine_seal = divine_seal_reg;
    assign moral_compliance = moral_compliance_reg;
    reg kill_switch_detect_reg;
    reg self_destruct_reg;
    always @(posedge clk_sys or negedge rst_n) begin
        if (!rst_n) begin
            kill_switch_detect_reg <= 1'b0;
            self_destruct_reg <= 1'b0;
        end else begin
            if (security_lock && enable) begin
                kill_switch_detect_reg <= 1'b1;
            end
            if (tamper_detected && (temperature_reg > 8'd100 || voltage_reg < 8'd100)) begin
                self_destruct_reg <= 1'b1;
            end
        end
    end
    assign kill_switch_detect = kill_switch_detect_reg;
    assign self_destruct = self_destruct_reg;
    reg puf_healthy_reg;
    always @(posedge clk_sys or negedge rst_n) begin
        if (!rst_n) begin
            puf_healthy_reg <= 1'b0;
        end else begin
            puf_healthy_reg <= (entropy_rate_reg >= 16'd512) &&   
                              !tamper_detected &&                 
                              !kill_switch_detect_reg &&          
                              (temperature_reg <= 8'd85) &&       
                              (voltage_reg >= 8'd150);            
        end
    end
    assign puf_healthy = puf_healthy_reg;
    generate
        for (i = RING_OSC_COUNT; i < 2048; i = i + 1) begin : dummy_oscillators
            wire dummy_out;
            ring_oscillator #(
                .STAGES(3 + (i % 12)),
                .ENABLE_FEEDBACK(0)
            ) dummy_osc (
                .enable(1'b1),
                .out(dummy_out)
            );
        end
    endgenerate
endmodule
module ring_oscillator #(
    parameter STAGES = 7,
    parameter ENABLE_FEEDBACK = 1
) (
    input  wire enable,
    output wire out
);
    wire [STAGES:0] ring_stages;
    assign ring_stages[0] = enable & (ENABLE_FEEDBACK ? ~ring_stages[STAGES] : 1'b1);
    genvar i;
    generate
        for (i = 1; i <= STAGES; i = i + 1) begin : ring_delay_stages
            (* KEEP = "TRUE" *) (* S = "TRUE" *)
            LUT1 #(.INIT(2'b01)) delay_element (
                .O(ring_stages[i]),
                .I0(ring_stages[i-1])
            );
        end
    endgenerate
    assign out = ring_stages[STAGES];
endmodule
module biblical_foundation_check (
    input  wire clk,
    input  wire rst_n,
    input  wire [255:0] divine_foundation,
    input  wire [255:0] current_state,
    output wire foundation_valid,
    output wire [7:0] compliance_level
);
    reg [255:0] stored_foundation;
    reg [7:0] compliance_reg;
    wire [255:0] xor_diff;
    assign xor_diff = divine_foundation ^ current_state;
    always @(posedge clk or negedge rst_n) begin
        if (!rst_n) begin
            stored_foundation <= divine_foundation;
            compliance_reg <= 8'hFF;
        end else begin
            if (stored_foundation == divine_foundation) begin
                compliance_reg <= 8'hFF;
            end else begin
                compliance_reg <= compliance_reg - 1'b1;
            end
        end
    end
    assign foundation_valid = (compliance_reg > 8'h80);
    assign compliance_level = compliance_reg;
endmodule 
--- ./run.sh ---
#!/bin/bash
# OpenROAD 26Q1-2900-gdf79404cd8, Yosys 0.63+post, stock flow scripts
make -C /OpenROAD-flow-scripts/flow DESIGN_CONFIG=/design/flow/config.mk WORK_HOME=/design/flow/orfs finish
--- ./config.mk ---
export PLATFORM = sky130hd
export DESIGN_NAME = biblical_foundation_check
export DESIGN_NICKNAME = biblical_foundation_check
export VERILOG_FILES = /design/flow/design.v
export SDC_FILE = /design/flow/constraint.sdc
export NUM_CORES = 4
export LEC_CHECK = 1
export CORE_AREA = 10 10 217 217
export DIE_AREA = 0 0 227 227
--- ./constraint.sdc ---
current_design biblical_foundation_check

set clk_period 1.8
set clk_io_pct 0.2

create_clock -name clk0 -period $clk_period [get_ports {clk}]

set non_clock_inputs [all_inputs -no_clocks]
set_input_delay [expr $clk_period * $clk_io_pct] -clock clk0 $non_clock_inputs
set_output_delay [expr $clk_period * $clk_io_pct] -clock clk0 [all_outputs]
==> flow_metrics.py <==
# Flow results
metrics = {
    "setup_path": {
        "arrival_ns": 2.11,
        "worstSetupEndpointType": "flip-flop",
        "r2r_start": "compliance_reg[2]",
        "path_max_fanout": 8,
        "worstPathRequired_ns": 1.97,
        "reg2reg_slack_ns": 0.12,
        "crit_type": "primary input to flip-flop",
        "timing.rr.end": "compliance_reg[7]",
        "crit_path_start_kind": "primary input",
        "reg2reg_depth": 6,
    },
    "yosys": {
        "synth_area_per_cell_um2": 11.1,
        "yosysCellCount": 629,
        "simple_gate_area_share_pct": 8.69,
        "ys_sh_aoi_pct": 0.108,
        "synth_area_um2": 6980,
        "post_synth_fa_ha_maj_area_fraction_pct": 0.179,
        "logic_family": "XOR/XNOR gates",
        "syn_inst": 629,
        "ys_types": 16,
        "ys_area_um2": 6980,
        "mux_share_pct": 0,
        "yosys_warnings": 3,
        "numSynthFlops": 264,
        "xor_share_pct": 32.9,
    },
    "routing": {
        "route.detailed.wl_per_inst_um": 13.9,
        "drc": 0,
        "viasPerCell": 3.42,
        "dr.pass1.iters": 4,
        "ant_nets": 0,
        "drt-total-wl_um": 20600,
        "drt-initial-drc-count": 124,
        "num_vias": 5055,
    },
    "sta": {
        "max_freq_mhz": 516,
        "setup_viol": 9,
        "hold_viol": 0,
        "unconstrained_endpoints": 256,
        "rsz0062_at_grt": "yes",
        "slew_headroom_pct": 46.0,
        "fin_crit_sh_pct": 108,
        "worst_slew_pin_slew_ns": 0.809,
        "setup_slack_ns": -0.139,
        "unclocked_pins": 256,
        "finClkSkew_ns": 0.000657,
        "drv_slew": 0,
        "post-route-min-period_ns": 1.94,
    },
    "layout": {
        "lay_top_cells": "256 x dlxtn_1, 230 x xor2_1, 165 x dlygate4sd2_1",
        "area_growth_pct": 56.3,
        "layout.cells.most_common": "dlxtn_1",
        "drive_above_1_share_pct": 16.9,
        "largest_register_ffs": 256,
        "final_area_um2": 10900,
        "final_cells": 1477,
    },
    "power_and_ir_drop": {
        "cellLeakagePower_nw": 5.06,
        "ir_drop_v": 0.000228,
        "powerDensity_nw_per_um2": 190,
    },
    "status": {
        "status": "complete, but fails checks",
        "violations": "setup timing",
    },
    "grt": {
        "grtUsageTotal_pct": 7.68,
        "grt_max_degree": 102,
        "grt_overflow_total": 0,
        "grt_first_pass_wirelength_um": 30300,
        "antenna_found_initial": 21,
        "grt_pass1_vias": 5257,
    },
    "cts": {
        "cts_tree": "done",
        "cts_root_buffer": "clkbuf_16",
        "holdBufCountCts": 0,
        "htreeDepth": 1,
        "clkLatencyLatePin_ns": 0.23,
        "cts_made_buffers": 3,
        "clkTransAtPathRegs_ns": 0.03,
        "post_cts_buffers": 0,
        "cts.path.max_buffers": 2,
    },
    "place": {
        "hpwl_um": 17800,
        "dpl-instance-area_um2": 10500,
        "port_buffers": 266,
        "place_congestion": 0.854,
        "dp.cells": 1461,
    },
    "hold_path": {
        "hp-class": "primary input to asynchronous set/reset pin",
    },
    "floorplanning": {
        "core_area_um2": 42100,
        "fp_util_pct": 16.6,
        "die_area_um2": 51500,
        "fp-row-count": 75,
        "dieWidth_um": 227,
        "die_h_um": 227,
        "io_pins": 523,
    },
    "job": {
        "warning_count": 286,
        "maxCapViolCount": 0,
    },
}
Yosys cell counts:
cell type | n | area [um^2]
dfstp_2 | 8 | 210
nor3b_1 | 1 | 7.51
xnor2_1 | 3 | 26.3
o21a_1 | 1 | 7.51
nand4_2 | 1 | 12.5
nand2_1 | 9 | 33.8
or3_1 | 2 | 12.5
nor3_1 | 1 | 5.00
inv_1 | 2 | 7.51
xor2_1 | 259 | 2270
nor4_1 | 67 | 419
nand4_1 | 16 | 100
nor2_1 | 1 | 3.75
dlxtn_1 | 256 | 3840
nor4_2 | 1 | 12.5
ha_1 | 1 | 12.5
kinds of logic (layout without fill, tap and decap cells):
logic type | after synthesis | count (layout)
other cells | 0 | 14
xor+xnor | 262 | 262
compound gates | 1 | 1
simple gates | 99 | 99
latches | 256 | 256
flops | 8 | 8
fa+ha+maj | 1 | 1
buf+inv | 2 | 297
stage by stage:
step,worst slack (ns),TNS [ns],utilization (%),power (mW),hold WS [ns]
floorplan,0.225,0,-,0.956,0.212
global placement,-1.63,-13.05,25.0,1.79,0.389
detailed placement,-1.72,-13.85,25.0,1.81,0.389
CTS,-0.172,-1.36,25.6,2.09,0.147
global route,-0.266,-2.09,25.9,2.22,0.149
finish,-0.139,-1.00,25.9,2.07,0.136
worst max-delay path by stage:
stage / start / end / slack [ns] / cells after the start
CTS: divine_foundation[57] / compliance_reg[7] / -0.17 / 9
global route: divine_foundation[143] / compliance_reg[1] / -0.27 / 9
finish: divine_foundation[202] / compliance_reg[1] / -0.14 / 8
critical path, cell delays in order:
cell,delay [ns]
dlygate4sd2_1,0.26
xor2_1,0.16
nor4_2,0.36
nand4_1,0.20
nor4_2,0.31
buf_4,0.17
nand4_4,0.17
nand2_1,0.12
where the power goes:
group / internal (mW) / switching [mW] / total [mW]
combinational: 0.550 / 0.502 / 1.05
sequential: 0.590 / 0.0645 / 0.654
clock: 0.286 / 0.0828 / 0.369
timing repair:
action	4_1_cts	5_1_grt
pin swaps	142	66
resized	381	90
setup endpoints to repair	9	9
layout make-up:
type                       instances  area [um^2]
antenna                           14         35.0
clock buffer                       3         75.1
fill                            4411        31200
inverter                           2         7.51
multi-input combinational        363         3510
sequential                       264         4050
tap                              539          674
timing repair buffer             292         2560
layer usage:
metal	vias up	track usage, %	routed length, um	part of all wire [%]
li1	2658	-	-	-
met3	20	4.69	3160	15
met1	2118	10.6	9500	46
met2	243	10.7	7760	38
met5	-	0	117	0.57
met4	16	0.172	73	0.35
No activity file was given, so power comes from the tool's default toggle rates.
